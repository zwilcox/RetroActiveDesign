==> flow/design.v <==
`timescale 1ns / 1ps
module SPI_Master(
input clk,
input [31:0]ToSPI,
input enable,
input reset,
output reg MOSI,
output sClk,
output reg SPI_CS
    );
reg [1:0] NS = 0;
reg [1:0] PS = 0;
reg [31:0]sendOut = 0;
parameter idle  = 0;
parameter latchData = 1;
parameter send =  2;
reg [5:0] count = 0;
assign sClk = clk;
always@(posedge clk)
begin
	if(reset)
		PS <= idle;
	else 
		PS <= NS;
end
always@(*)
begin
		NS <= idle;
		case(PS)
			idle			:	NS <= (enable) 			? latchData	:	idle;
			latchData	:	NS <=	send;
			send			:	NS <= (count == 31) 		? idle		:	send;
			default		:	NS <= idle;
		endcase
end	
always@(posedge clk)
begin
	if(PS == latchData)
	begin	
		sendOut <= ToSPI;
		SPI_CS <= 1;
		count <= count + 1;
	end
	else if(PS == send)
	begin
		sendOut <= sendOut << 1;
		count <= count + 1;
		SPI_CS <= 0;
		MOSI 	<= sendOut[31];
	end
	else
	begin
		count <= 0;
		SPI_CS <= 1;
		MOSI <= 0;
	end
end
endmodule
==> flow/run.sh <==
#!/bin/bash
# OpenROAD 26Q1-2900-gdf79404cd8, Yosys 0.63+post, stock flow scripts
make -C /OpenROAD-flow-scripts/flow DESIGN_CONFIG=/design/flow/config.mk WORK_HOME=/design/flow/orfs finish
==> flow/config.mk <==
export PLATFORM = sky130hd
export DESIGN_NAME = SPI_Master
export DESIGN_NICKNAME = SPI_Master
export VERILOG_FILES = /design/flow/design.v
export SDC_FILE = /design/flow/constraint.sdc
export NUM_CORES = 4
export LEC_CHECK = 1
export CORE_UTILIZATION = 40
==> flow/constraint.sdc <==
current_design SPI_Master

set clk_period 5.2
set clk_io_pct 0.2

create_clock -name clk0 -period $clk_period [get_ports {clk}]

set non_clock_inputs [all_inputs -no_clocks]
set_input_delay [expr $clk_period * $clk_io_pct] -clock clk0 $non_clock_inputs
set_output_delay [expr $clk_period * $clk_io_pct] -clock clk0 [all_outputs]
==> results.yml <==
# flow metrics
run:
  cap_violations: 0
  warnings: 29
routing:
  num_antenna_cells: 0
  dr.pass1.iters: 4
  drc: 0
  detail-route-antenna-nets: 0
  drt_iter0_drc: 63
  drt-total-wl_mm: 2.75
  wl_per_cell_um: 13.5
  num_vias: 996
  viasPerCell: 4.91
clock_tree:
  clk_pin_slew_ns: 0.08
  cts_tree: "yes"
  insertion_delay_ns: 0.39
  hold_buffers: 0
  post-cts-setup-buffers: 0
  cts_resized: 0
timing:
  setup_viol: 0
  finalSetupTns_ns: 0
  drv_slew: 0
  maxSlewHeadroom: 0.545
  fin_skew_ns: 0.00582
  hold_viol_final: 0
  rsz0062_at_grt: "false"
  worst_slew_pin_slew_ns: 0.682
  fin_ws_ns: 0.951
power_and_ir_drop:
  ir_drop_v: 0.000268
  leakagePower_nw: 0.797
  p_per_area_mw_per_mm2: 339
die:
  fp_util: 0.427
  design.core.area_mm2: 0.00412
  die_width_um: 68.3
  die_area_mm2: 0.00467
  die_h_um: 68.3
  num_rows: 23
  ios: 38
grt:
  grt_max_degree: 20
  grt_pass1_wl_mm: 4.50
  grt_pass1_vias: 1061
  antenna_found_initial: 0
  gr-usage-all-layers: 0.142
  grt_overflow: 0
placed_design:
  placed_area_mm2: 0.00218
  dpl.hpwl_mm: 1.87
  gp_congestion: 0.697
  io_buffers: 37
  dp_slack_ns: 1.19
critical_path:
  crit_path_end_kind: "primary output"
  cp.arrival_ns: 3.21
  worst_setup_path_start_kind: "clock port"
  cp.required_ns: 4.16
  crit_type: "clk2out"
  critical_path.max_fanout: 2
yosys:
  yosysChipArea_mm2: 0.00176
  yosysWarnings: 1
  syn-mean-instance-area_um2: 16.3
  yosysCellCount: 108
  synth_flops: 42
  netlist_area_mm2: 0.00176
  postSynthSeqShare: 0.666
  synth_cell_type_count: 21
  syn_inst: 108
cells_and_area:
  mostFrequentLayoutCells: "37 x clkdlybuf4s50_1, 33 x edfxtp_1, 31 x mux2_2, 9 x dfxtp_1, 8 x clkbuf_8"
  layout.cells.most_common: "clkdlybuf4s50_1"
  fill_cells: 324
  logic_area_um2: 549
  syn2layout_area_growth_pct: 30.9
  final_util: 0.559
  final_area_mm2: 0.00230
  final-seq-area_mm2: 0.00117
  layout-drive-gt1-share: 0.288
outcome:
  status: "completed"
hold_path:
  hp-class: "reg2reg"
[routing by layer]
| layer | vias up | GRT usage | routed length (um) |
|---|---|---|---|
| li1 | 483 | - | - |
| met1 | 472 | 0.219 | 1340 |
| met2 | 32 | 0.202 | 1190 |
| met3 | 9 | 0.0456 | 141 |
| met4 | 0 | 0.0469 | 79 |
| met5 | - | 0 | 0 |
[layout make-up]
class | count | area share
Inverter | 3 | 0.00489
Tap cell | 50 | 0.0272
Clock buffer | 10 | 0.0538
Sequential cell | 42 | 0.509
Multi-Input combinational cell | 58 | 0.239
Timing Repair Buffer | 38 | 0.163
Clock inverter | 2 | 0.00380
[registers in the layout, summed over array words and instances, names as in the netlist]
| register | flops |
|---|---|
| sendOut | 32 |
| count | 6 |
| PS | 2 |
| MOSI | 1 |
| SPI_CS | 1 |
[worst paths after layout]
kind,to,slack (ns),cells after the start,start
worst max register to register,sendOut[5],3.15,3,PS[0]
worst max-delay path,sClk,0.95,3,clk
worst min-delay path,count[0],0.47,1,count[0]
worst min register to register,count[0],0.47,1,count[0]
[worst max-delay path, stage by stage]
cell	delay, ns
clkbuf_8	0.11
clkbuf_8	0.12
clkdlybuf4s50_1	0.38
[Yosys cell counts]
| cell type | number | share of area |
|---|---|---|
| edfxtp_1 | 33 | 0.56 |
| mux2_2 | 31 | 0.20 |
| dfxtp_1 | 9 | 0.10 |
| nor2_1 | 6 | 0.013 |
| ha_1 | 5 | 0.036 |
| buf_2 | 4 | 0.011 |
| inv_1 | 3 | 0.0064 |
| and2_1 | 2 | 0.0071 |
| nand2_1 | 2 | 0.0043 |
| xor2_1 | 2 | 0.010 |
| a2111oi_0 | 1 | 0.0050 |
| a21oi_2 | 1 | 0.0050 |
| buf_4 | 1 | 0.0043 |
| nand3_1 | 1 | 0.0028 |
| nand3_2 | 1 | 0.0057 |
| nor2b_1 | 1 | 0.0036 |
| nor4b_1 | 1 | 0.0050 |
| nor4bb_1 | 1 | 0.0057 |
| o21ai_0 | 1 | 0.0028 |
| or3_1 | 1 | 0.0036 |
| xnor2_1 | 1 | 0.0050 |
[stage by stage]
stage,std cells,power [mW],hold WS [ns]
floorplan,108,0.488,0.429
global placement,192,0.531,0.444
detailed placement,192,0.535,0.449
CTS,203,0.791,0.469
global route,203,0.817,0.507
finish,203,0.781,0.469
[cell families after synthesis]
family / count (synthesis) / synth area share
adders and majority gates: 5 / 0.0356
xor gates and xnor gates: 3 / 0.0149
buffers and inverters: 8 / 0.0220
DFF: 42 / 0.666
and+or+nand+nor: 16 / 0.0505
muxes: 31 / 0.198
AOI/OAI and AO/OA: 3 / 0.0128
[power by group]
part	leakage, nW	total, mW	internal (mW)	switching (mW)
Sequential	0.386	0.418	0.408	0.0105
Clock	0.0681	0.267	0.153	0.114
Combinational	0.343	0.0947	0.0588	0.0359
Total	0.797	0.781	0.620	0.160
Power is estimated from default activity; no workload was simulated.
